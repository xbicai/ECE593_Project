$ cat /design/flow/design.v
module custom_fifomem (
  wen, fifo_full, wclk_i,
  wr_addr, rd_addr,
  din,
  dout
);
  parameter DATASIZE = 8;    
  parameter ADDRSIZE = 32;   
  localparam DEPTH = 2**ADDRSIZE;
  input  wen, fifo_full, wclk_i;
  input  [ADDRSIZE-1:0] wr_addr, rd_addr;
  input  [DATASIZE-1:0] din;
  output [DATASIZE-1:0] dout;
  logic [DATASIZE-1:0] mem_array [0:DEPTH-1];
  assign dout = mem_array[rd_addr];
  always_ff @(posedge wclk_i) begin
    if (wen & ~fifo_full)
      mem_array[wr_addr] <= din;
  end
endmodule
module custom_rptr_empty (
  ren, rclk_i, rrst_n_i,
  wptr_sync2_rdclk,
  fifo_empty,
  fifo_almost_empty,
  rd_addr,
  rptr_g
);
  parameter ADDRSIZE = 32;
  input  ren, rclk_i, rrst_n_i;
  input  [ADDRSIZE:0] wptr_sync2_rdclk;
  output reg fifo_empty;
  output reg fifo_almost_empty;
  output [ADDRSIZE-1:0] rd_addr;
  output reg [ADDRSIZE:0] rptr_g;
  reg [ADDRSIZE:0] rbin_reg;
  wire [ADDRSIZE:0] rgray_next, rbin_next;
  wire fifo_empty_val;
  wire fifo_almost_empty_val;
  always_ff @(posedge rclk_i or negedge rrst_n_i) begin
    if (~rrst_n_i)
      {rbin_reg, rptr_g} <= '0;
    else
      {rbin_reg, rptr_g} <= {rbin_next, rgray_next};
  end
  assign rd_addr = rbin_reg[ADDRSIZE-1:0];
  assign rbin_next = rbin_reg + (ren & ~fifo_empty);
  assign rgray_next = (rbin_next >> 1) ^ rbin_next;
  assign fifo_empty_val = (rgray_next == wptr_sync2_rdclk);
  assign fifo_almost_empty_val = ((rgray_next+1 == wptr_sync2_rdclk) || fifo_empty_val);
  always_ff @(posedge rclk_i or negedge rrst_n_i) begin
    if (~rrst_n_i) begin
      fifo_empty <= 1'b1;
	  fifo_almost_empty <= 1'b1;
	end else begin
      fifo_empty <= fifo_empty_val;
	  fifo_almost_empty <= fifo_almost_empty_val;
	end
  end
endmodule
module custom_sync_r2w (
  wclk_i, wrst_n_i,
  rptr_g,
  rptr_sync2_wrclk
);
  parameter ADDRSIZE = 32;
  input   wclk_i, wrst_n_i;
  input   [ADDRSIZE:0] rptr_g;
  output  reg [ADDRSIZE:0] rptr_sync2_wrclk;
  reg [ADDRSIZE:0] rptr_sync1_wrclk;
  always_ff @(posedge wclk_i or negedge wrst_n_i) begin
    if (~wrst_n_i)
      {rptr_sync2_wrclk, rptr_sync1_wrclk} <= '0;
    else
      {rptr_sync2_wrclk, rptr_sync1_wrclk} <= {rptr_sync1_wrclk, rptr_g};
  end
endmodule
module custom_sync_w2r (
  rclk_i, rrst_n_i,
  wptr_g,
  wptr_sync2_rdclk
);
  parameter ADDRSIZE = 32;
  input   rclk_i, rrst_n_i;
  input   [ADDRSIZE:0] wptr_g;
  output  reg [ADDRSIZE:0] wptr_sync2_rdclk;
  reg [ADDRSIZE:0] wptr_sync1_rdclk;
  always_ff @(posedge rclk_i or negedge rrst_n_i) begin
    if (~rrst_n_i)
      {wptr_sync2_rdclk, wptr_sync1_rdclk} <= '0;
    else
      {wptr_sync2_rdclk, wptr_sync1_rdclk} <= {wptr_sync1_rdclk, wptr_g};
  end
endmodule
module custom_async_fifo (
  wen, wclk_i, wrst_n_i,
  ren, rclk_i, rrst_n_i,
  din,
  dout,
  fifo_full,
  fifo_empty,
  fifo_almost_full,
  fifo_almost_empty
);
  parameter DATASIZE = 8;
  parameter ADDRSIZE = 4;
  input  wen, wclk_i, wrst_n_i;
  input  ren, rclk_i, rrst_n_i;
  input  [DATASIZE-1:0] din;
  output [DATASIZE-1:0] dout;
  output fifo_full;
  output fifo_empty;
  output fifo_almost_full;
  output fifo_almost_empty;
  wire [ADDRSIZE-1:0] wr_addr, rd_addr;
  wire [ADDRSIZE:0] wptr_g, rptr_g, rptr_sync2_wrclk, wptr_sync2_rdclk;
  custom_sync_r2w #(ADDRSIZE) u_sync_r2w (
    .*
  );
  custom_sync_w2r #(ADDRSIZE) u_sync_w2r (
    .*
  );
  custom_fifomem #(DATASIZE, ADDRSIZE) u_fifomem (
    .*
  );
  custom_rptr_empty #(ADDRSIZE) u_rptr_empty (
    .*
  );
  custom_wptr_full #(ADDRSIZE) u_wptr_full (
    .*
  );
endmodule
module custom_wptr_full (
  wen, wclk_i, wrst_n_i,
  rptr_sync2_wrclk,
  fifo_full,
  fifo_almost_full,
  wr_addr,
  wptr_g
);
  parameter ADDRSIZE = 32;
  input  wen, wclk_i, wrst_n_i;
  input  [ADDRSIZE:0] rptr_sync2_wrclk;
  output reg fifo_full;
  output reg fifo_almost_full;
  output [ADDRSIZE-1:0] wr_addr;
  output reg [ADDRSIZE:0] wptr_g;
  reg [ADDRSIZE:0] wbin_reg;
  wire [ADDRSIZE:0] wgray_next, wbin_next;
  wire fifo_full_val;
  wire fifo_almost_full_val;
  always_ff @(posedge wclk_i or negedge wrst_n_i) begin
    if (~wrst_n_i)
      {wbin_reg, wptr_g} <= '0;
    else
      {wbin_reg, wptr_g} <= {wbin_next, wgray_next};
  end
  assign wr_addr     = wbin_reg[ADDRSIZE-1:0];
  assign wbin_next   = wbin_reg + (wen & ~fifo_full);
  assign wgray_next  = (wbin_next >> 1) ^ wbin_next;
  assign fifo_full_val = (wgray_next == {~rptr_sync2_wrclk[ADDRSIZE:ADDRSIZE-1], rptr_sync2_wrclk[ADDRSIZE-2:0]});
  assign fifo_almost_full_val = ((wgray_next-1 == {~rptr_sync2_wrclk[ADDRSIZE:ADDRSIZE-1], rptr_sync2_wrclk[ADDRSIZE-2:0]}) || fifo_full_val);
  always_ff @(posedge wclk_i or negedge wrst_n_i) begin
    if (~wrst_n_i) begin
      fifo_full <= 1'b0;
	  fifo_almost_full <= 1'b0;
	end else begin
      fifo_full <= fifo_full_val;
	  fifo_almost_full <= fifo_almost_full_val;
	end
  end
endmodule
$ cat /design/flow/run.sh
#!/bin/bash
# OpenROAD 26Q1-2900-gdf79404cd8, Yosys 0.63+post, stock flow scripts
make -C /OpenROAD-flow-scripts/flow DESIGN_CONFIG=/design/flow/config.mk WORK_HOME=/design/flow/orfs finish
$ cat /design/flow/config.mk
export PLATFORM = sky130hd
export DESIGN_NAME = custom_async_fifo
export DESIGN_NICKNAME = custom_async_fifo
export VERILOG_FILES = /design/flow/design.v
export SDC_FILE = /design/flow/constraint.sdc
export NUM_CORES = 4
export LEC_CHECK = 1
export CORE_UTILIZATION = 40
$ cat /design/flow/constraint.sdc
current_design custom_async_fifo

set clk_period 3.5
set clk_io_pct 0.2

create_clock -name clk0 -period $clk_period [get_ports {rclk_i}]
create_clock -name clk1 -period $clk_period [get_ports {wclk_i}]

set non_clock_inputs [all_inputs -no_clocks]
set_input_delay [expr $clk_period * $clk_io_pct] -clock clk0 $non_clock_inputs
set_output_delay [expr $clk_period * $clk_io_pct] -clock clk0 [all_outputs]
==> notes.md <==
run results: result of the run=completed, class of the most critical setup path=reg2out, # rows=~47, most frequent cell after synthesis=edfxtp_1, number of nets with antenna violations after routing=0, Hold Buf Count CTS=0, cell type with the largest total area=edfxtp_1, footprint of the multi-input gates=~1700 um^2, n_diodes=0, total of warnings raised by yosys=5, count of warning messages emitted by the tools=26, minimum setup slack in the final design=between 0.2 and 0.25 ns, max-cap violation count=0, Clk pwr share=26.4%, CTS sink count=roughly 170, Starting DRT DRC Count=between 200 and 250, Top-Level Pins=26, dominant synthesized flop cell=edfxtp_1, GRT Total Usage=about 17%, Detailed Place HPWL=between 7000 and 8000 um, Yosys reg bits=around 170, Detailed Route WL=~12000 um, simple-gate area share of the yosys netlist=under 10%, element type at the critical path end=output port, net switching power of the design=2.256 mW, portion of total power attributed to combinational logic=a little over a third, count of pins over their slew limit=0, Fin Setup TNS=0 ns, Mux area share=between 10% and 20%, Power Total=about 7.4 mW, per-instance average area after synthesis=20.07 um^2, sequential group share of total power=approximately 38%, fraction of synthesized cell area in xor and xnor cells=between 4 and 5%, most instantiated cells after synthesis=edfxtp_1, dfrtp_1, mux4_2, total via count after detailed routing=~3200, post_cts resized=0, share of synthesized cell area in full adder, half adder and majority cells=between 1.5 and 2%, number of buffers added for setup after CTS=0, Main area contributors=edfxtp_1, dfrtp_1, mux4_2, count of endpoints failing setup in the final report=0, Detailed Routing Iterations Pass 1=6, routability-driven placement congestion ratio=approximately 0.84, leakage power total=about 2.9 nW, number of antenna violations at the first check in global routing=0, post-synthesis chip area from yosys=6765 um^2, Worst IR Drop VDD=slightly above 400 uV, count of fill cells added during filler insertion=~1300, area growth from synthesis to layout=18.88%, area share of and-or/or-and cells after synthesis=about 1.5%, met2 track demand over resource=roughly a quarter, internal cell power=5.180 mW, final core utilization=48.67%, data required time of the worst path=roughly 2.8 ns, Die Ht=roughly 130 um, setup repair after global routing missed its margin=no, register area=between 4000 and 5000 um^2, post-route clock skew=between 0.005 and 0.006 ns, area share, top type=56.82%, Worst Hold Class=reg2reg, largest register by flop count=u_fifomem.mem_array, number of remaining DRC errors=0, clock tree from TritonCTS=built, total count of hold-check failures in the final report=0, Critical Path Fanout Max=33, vias in the first global route=approximately 3600, data arrival time at the worst-slack endpoint=between 2 and 3 ns, Port Buffer Count=24, Largest register FFs=between 100 and 150, transition time at the pin with the least slew margin=~0.74 ns, max_slew headroom=~50%, FP Util=approximately two fifths, Post-synth EDFFs=around 130, share of post-route cells with drive strength above 1=23.96%, post-placement worst setup slack=0.09557 ns, fraction of met1 tracks used by global routing=between 20% and 30%, launching element type of the critical path=flip-flop, GRT Residual Overflow=0, global-route wire length before repair=~20000 um, clock slew at reported path FFs=~0.060 ns, post-synthesis cell count=about 340, post-synthesis cell area=around 6800 um^2, Core Area=16520 um^2, cell total in the yosys stat output=337, Synth cell types=between 40 and 50, overall die area=17440 um^2, areal power density over the cells=924.6 nW/um^2, vias per inst=a little over 5, busiest layer in global routing=met1, average routed wire per standard cell=roughly 20 um, net switching fraction of the power=roughly 30%, main logic family after synthesis=multiplexers, Post-synth ARST share=between 20% and 30%, met3 usage in global routing=between 10% and 20%, width of the die=between 100 and 150 um, sequential element share of the synthesized area=between 70 and 80%, maximum number of pins on one net before global-route repair=36
path summary, 6_finish.rpt:
kind                                                   to                           start  cells after the start  slack [ns]
max reg2reg                u_rptr_empty.fifo_almost_empty        u_rptr_empty.rbin_reg[0]                      9        0.80
max in group clk1            u_wptr_full.fifo_almost_full                             wen                     11        0.50
min in group clk0          u_sync_w2r.wptr_sync2_rdclk[0]  u_sync_w2r.wptr_sync1_rdclk[0]                      0        0.35
max                                               dout[3]        u_rptr_empty.rbin_reg[0]                      4        0.24
min reg2reg                u_sync_r2w.rptr_sync1_wrclk[2]          u_rptr_empty.rptr_g[2]                      0        0.20
max in group asynchronous         u_rptr_empty.fifo_empty                        rrst_n_i                      2        2.45
min in group asynchronous           u_wptr_full.wptr_g[2]                        wrst_n_i                      2        0.64
min                        u_sync_r2w.rptr_sync1_wrclk[2]          u_rptr_empty.rptr_g[2]                      0        0.20
metal layers:
| layer | part of all wire, % | vias up |
|---|---|---|
| met5 | 0 | - |
| met4 | 1.2 | 0 |
| met3 | 12 | 9 |
| met2 | 46 | 150 |
| met1 | 40 | 1614 |
| li1 | - | 1445 |
critical path, stage by stage, from the launching register on:
cell,delay [ns]
dfrtp_2,0.37
buf_12,0.25
mux4_1,0.64
mux4_1,0.58
clkdlybuf4s50_1,0.42
cell usage in the layout, fill, tap and decap left out, types with 2 or more instances in the layout:
master           netlist  layout
buf_4                  2      23
nand2_1                5       5
clkdlybuf4s50_1        0      24
xor2_1                13      13
nor3_1                 6       6
buf_12                 0       2
mux4_2                33      33
o21ai_0                2       2
dfrtp_1               40      39
edfxtp_1             128     128
nand3b_1               2       2
xnor2_1                9       9
nand3_1                7       7
nor2_1                16      16
and2_1                 2       2
xor3_1                 2       2
nor2b_1                4       4
inv_1                  9       9
mux2i_1                3       3
inv_6                  0       4
mux4_1                 7       7
bufinv_16              0       2
clkinv_2               0       5
clkbuf_1               4       3
clkbuf_16              0      20
nand2b_1               5       5
ha_1                   9       9
a21oi_1                4       4
dfstp_2                2       2
cell families after synthesis:
logic type | count (synthesis)
AND-OR/OR-AND | 14
XOR/XNOR | 27
adder cells (fa/ha/maj) | 9
buffers and inverters | 22
flip-flops | 170
multiplexers | 43
AND/OR/NAND/NOR | 52
area by class of cell:
type,instances,area share (%)
Tap cell,220,3.423
Sequential cell,170,60.91
Timing Repair Buffer,49,5.632
Inverter,9,0.4200
Multi-Input combinational cell,145,21.61
Clock inverter,13,1.649
Clock buffer,23,6.363
power groups by stage:
stage / registers, mW / logic (mW) / clock network, mW
after global routing: 2.88 / 2.96 / 2.09
after CTS: 2.83 / 2.69 / 2.00
final: 2.82 / 2.65 / 1.97
stage by stage:
| step | area, um^2 | hold slack [ns] | cells |
|---|---|---|---|
| 4_1_cts | 8043 | 0.1881 | 629 |
| 3_3_place_gp | 7398 | 0.3330 | 593 |
| 2_1_floorplan | 6765 | 0.3312 | 337 |
| 3_5_place_dp | 7398 | 0.3347 | 593 |
| 5_1_grt | 8043 | 0.2171 | 629 |
| 6_report | 8043 | 0.1996 | 629 |
Power and IR drop assume default switching activity.
